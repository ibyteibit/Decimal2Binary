[flow/config.mk]
export PLATFORM = sky130hd
export DESIGN_NAME = timer
export DESIGN_NICKNAME = timer
export VERILOG_FILES = /design/flow/design.v
export SDC_FILE = /design/flow/constraint.sdc
export NUM_CORES = 4
export LEC_CHECK = 1
export CORE_UTILIZATION = 50
[flow/constraint.sdc]
current_design timer

set clk_period 4.8
set clk_io_pct 0.2

create_clock -name clk0 -period $clk_period [get_ports {clk}]

set non_clock_inputs [all_inputs -no_clocks]
set_input_delay [expr $clk_period * $clk_io_pct] -clock clk0 $non_clock_inputs
set_output_delay [expr $clk_period * $clk_io_pct] -clock clk0 [all_outputs]
[flow/design.v]
`timescale 1ns / 1ps
module clk_divider_timer(
	input clk_in,
	output reg divided_clk
    );
parameter toggle_value = 49999999;  
reg[32:0] cnt;
initial begin
    cnt <= 0;
    divided_clk <= 0;
end
always@(posedge clk_in) begin
    if (cnt==toggle_value) begin
        cnt <= 0;
        divided_clk <= ~divided_clk;
    end
    else begin
        cnt <= cnt +1;
        divided_clk <= divided_clk;		
    end
end
endmodule
`timescale 1ns / 1ps
module timer(
    input clk,
    input reset,
    input submit,
    input correct,
    output reg [15:0] LEDs,
    output reg [3:0] level,
    output reg numGen
    );
    reg [7:0] totalTime;
    wire secClk;
    reg [3:0] counter;
    reg [4:0] LEDpos;
    clk_divider_timer cdt(clk, secClk);
    initial begin 
        LEDs <= 16'd65535;
        counter = 0;
        level = 1;
        LEDpos = 0;
        totalTime = 32;
        numGen = 0;
    end
    always @(posedge secClk) begin
        if (submit && correct) begin
            LEDs <= 16'd65535;
            counter = 0;
            LEDpos = 0;
            if (level < 10) level = level + 1;
            else level = 1;
            if (level <= 5) totalTime = 32;
            else totalTime = 64;
            numGen = 1;
        end
        else begin 
            numGen = 0;
            if (reset) begin
                LEDs <= 16'd65535;
                counter = 0;
                level = 1;
                LEDpos = 0;
                totalTime = 32;
            end
            else begin
                counter = counter + 1;
                if (counter == totalTime/16) begin
                    counter = 0;
                    if (LEDpos < 16) begin
                        LEDs[LEDpos] = 0;
                        LEDpos = LEDpos + 1;
                    end
                    else begin
                        LEDs <= 16'd65535;
                        LEDpos = 0;
                        numGen = 1;
                    end
                end
            end
        end
    end
endmodule
[flow/run.sh]
#!/bin/bash
# OpenROAD 26Q1-2900-gdf79404cd8, Yosys 0.63+post, stock flow scripts
make -C /OpenROAD-flow-scripts/flow DESIGN_CONFIG=/design/flow/config.mk WORK_HOME=/design/flow/orfs finish
==> impl_metrics.py <==
# Flow results
metrics = {
    "sta": {
        "untimed_endpoints": 59,
        "unclocked_regs": 32,
        "maxSlewViolCount": 0,
        "fin_crit_sh_pct": 43.9,
        "finalSetupTns_ps": 0,
        "slew_headroom_pct": 58.8,
        "holdWs_ps": 474,
        "worst_pin_slew_ps": 617,
        "min_period_ps": 2110,
        "setup_ws_ps": 2690,
        "max_freq_mhz": 475,
        "hold_violations": 0,
        "rsz0062_at_grt": "no",
        "finalSetupViolations": 0,
        "skew_ps": 5.81,
    },
    "critical_path": {
        "start_kind": "flop",
        "worstPathMaxFanout": 16,
        "reg2reg_from": "cdt.cnt[7]$_SDFF_PN0_",
        "crit_type": "reg2reg",
        "worstReg2RegEnd": "cdt.divided_clk$_DFFE_PN_",
        "crit_slowest_cell": "and2_1",
        "cp_cell_sequence": "nor4b_1, nand4_1, nor4_1, and2_1",
        "r2r_slack_ps": 2690,
        "endpoint_kind": "flop",
        "max_stage_delay_ps": 560,
        "critPathArrivalTime_ps": 2020,
        "reg2regPathDepth": 4,
        "worstPathRequired_ps": 4720,
    },
    "power": {
        "vdd_drop_max_mv": 0.187,
        "power_density_mw_per_mm2": 157,
        "finalPower_mw": 0.509,
        "p_leak_nw": 1.24,
    },
    "synth": {
        "ys_cells": 298,
        "synth.distinct_cells": 45,
        "top_cell": "dfxtp_1",
        "synthArstFlopShare_pct": 0,
        "edf_count": 7,
        "yosysChipArea_sq_mm": 0.00287,
        "synth.top_cell.area_share_pct": 41.2,
        "area_leaders": "dfxtp_1, edfxtp_1, xor2_1, xnor2_1, nand2_1",
        "yosys.area.top_type": "dfxtp_1",
        "ys_top_cells_by_count": "dfxtp_1, nand2_1, nor2_1",
        "ys_seq_share_pct": 48.5,
        "flop_cell": "dfxtp_1",
        "syn-instance-count": 298,
        "synth.avg_cell_area_sq_um": 9.62,
        "netlist_area_sq_mm": 0.00287,
        "ys_seq_elements": 66,
        "yosysWarnings": 2,
    },
    "routing": {
        "totalWireLength_mm": 4.86,
        "drtAntennaViolNets": 0,
        "n_antenna_cell": 0,
        "drt_iter0_markers": 105,
        "firstDrtPassIters": 7,
        "vias_per_cell": 5.18,
        "post_drt_wl_per_cell_microns": 12.3,
        "drc_errors": 0,
        "num_vias": 2048,
    },
    "finish": {
        "drive_gt1_share_pct": 4.64,
        "syn_to_final_growth_pct": 13.3,
    },
    "placement": {
        "numPortBuffers": 24,
        "post-place-ws_ps": 2710,
        "dpl.hpwl_mm": 3.47,
        "gp_congestion": 0.804,
    },
    "clocking": {
        "cts_tree": "built",
        "clk_pin_slew_worst_paths_ps": 70,
        "cts-htree-levels": 2,
        "clkLatencyLatePin_ps": 280,
        "root_buffer": "clkbuf_8",
        "ctsResizeCount": 0,
        "post_cts_buffers": 0,
        "cts.path.max_buffers": 2,
        "cts_buffers": 5,
        "postCtsHoldBufs": 0,
    },
    "hold_path": {
        "min_from": "cdt.cnt[11]$_SDFF_PN0_",
        "whs_path_depth": 1,
        "hold_class": "reg2reg",
        "holdPathEnd": "cdt.cnt[11]$_SDFF_PN0_",
    },
    "grt": {
        "antenna_found_initial": 0,
        "grt_pass1_vias": 1883,
        "gr-total-overflow": 0,
        "grt_pass1_wl_mm": 8.45,
        "grt_max_degree": 33,
        "grtUsageTotal_pct": 17.7,
    },
    "run": {
        "warning_count": 29,
        "cap_violations": 0,
    },
    "floorplan": {
        "fp_util_pct": 52.1,
        "io_pins": 25,
        "die_x_microns": 77.7,
        "chipArea_sq_mm": 0.00604,
        "core_sq_mm": 0.00551,
        "die_h_microns": 77.7,
        "num_rows": 27,
    },
    "run_status": {
        "status": "complete, no violations",
    },
}
[layout make-up]
| cell class | count | area [sq um] |
|---|---|---|
| clock buffer | 6 | 82.6 |
| clock inverter | 2 | 12.5 |
| fill | 481 | 2260 |
| inverter | 9 | 33.8 |
| multi-input combinational | 215 | 1390 |
| sequential | 66 | 1390 |
| tap | 72 | 90.1 |
| timing repair buffer | 25 | 248 |
[worst max path at each step]
stage / cells past startpoint / slack (ps) / end / from
CTS: 4 / 2690 / cdt.divided_clk$_DFFE_PN_ / cdt.cnt[9]$_SDFF_PN0_
global route: 4 / 2550 / cdt.divided_clk$_DFFE_PN_ / cdt.cnt[7]$_SDFF_PN0_
finish: 4 / 2690 / cdt.divided_clk$_DFFE_PN_ / cdt.cnt[7]$_SDFF_PN0_
[cells by family (layout without fill, tap and decap cells)]
kind of cell / Yosys count / count (layout) / synth area share (%)
flops: 66 / 66 / 48.5
simple gates: 135 / 135 / 24.0
mux: 2 / 2 / 0.698
buf+inv: 17 / 42 / 2.97
compound gates: 31 / 31 / 8.03
xor+xnor: 40 / 40 / 12.7
fa+ha+maj: 7 / 7 / 3.05
[placed cells by master (no fill, tap or decap), types with 3 or more instances in the layout]
cell             synthesis  layout
o41ai_1                  4       4
nor3_1                   5       5
xor2_1                  21      21
o31ai_1                 12      12
nor2b_1                  3       3
nor2_1                  29      29
edfxtp_1                 7       7
and3_1                   7       7
dfxtp_1                 59      59
nand3_1                 21      21
nand2_1                 35      35
clkbuf_8                 0       6
nor4_1                   4       4
a31oi_1                  3       3
nand4_1                  7       7
and4_1                   3       3
inv_1                    9       9
a21oi_1                  4       4
ha_1                     7       7
and2_1                   6       6
clkdlybuf4s50_1          0      24
xnor2_1                 18      18
[worst max-delay path: cells and delay by family, from the launching register on]
family,cells,cell delay (ps)
and+or+nand+nor,4,1390
DFF,1,350
[registers in the layout, summed over array words and instances (netlist names)]
name / count
numGen: 1
cdt.cnt: 33
counter: 4
totalTime: 2
LEDs: 16
cdt.divided_clk: 1
LEDpos: 5
level: 4
[layer usage]
layer | routed length, microns | global-route usage, % | vias to the layer above | share of wire [%]
met5 | 0 | 0 | - | 0
li1 | - | - | 1077 | -
met3 | 88 | 1.79 | 7 | 1.8
met1 | 2430 | 27.0 | 946 | 50
met4 | 75 | 2.45 | 0 | 1.5
met2 | 2260 | 28.8 | 18 | 47
[report_power, final]
| part | total [mW] | internal, mW | switching, mW |
|---|---|---|---|
| clock network | 0.213 | 0.115 | 0.0977 |
| logic | 0.0117 | 0.00416 | 0.00750 |
| registers | 0.285 | 0.285 | 0 |
[through the flow]
step	area [sq um]	util, %	std cells
after detailed placement	3150	57.3	387
after CTS	3250	59.0	395
after global routing	3250	59.0	395
after global placement	3150	57.3	387
final	3250	59.0	395
after floorplan	2870	-	298
No activity file was given, so power comes from the tool's default toggle rates.
