**design/flow/config.mk**
```make
export PLATFORM = sky130hd
export DESIGN_NAME = display
export DESIGN_NICKNAME = display
export VERILOG_FILES = /design/flow/design.v
export SDC_FILE = /design/flow/constraint.sdc
export NUM_CORES = 4
export LEC_CHECK = 1
export CORE_UTILIZATION = 40
```
**design/flow/constraint.sdc**
```tcl
current_design display

set clk_period 21.7
set clk_io_pct 0.2

create_clock -name clk0 -period $clk_period [get_ports {clk_in}]

set non_clock_inputs [all_inputs -no_clocks]
set_input_delay [expr $clk_period * $clk_io_pct] -clock clk0 $non_clock_inputs
set_output_delay [expr $clk_period * $clk_io_pct] -clock clk0 [all_outputs]
```
**design/flow/design.v**
```verilog
`timescale 1ns / 1ps
module FSM(
    input clk,
    input reset,
    output reg [7:0] anode,
    output reg [2:0] displayDigit);
    always @(posedge clk or posedge reset) begin
        if (reset) 
            displayDigit = 0;
        else begin
        if (displayDigit == 7) displayDigit = 0;
        else displayDigit = displayDigit + 1;
        end
    end
    always @(*) begin
    anode = 8'b11111111;
    case (displayDigit)
        3'd0: anode = 8'b11111110;
        3'd1: anode = 8'b11111101;
        3'd2: anode = 8'b11111011;
        3'd3: anode = 8'b11110111;
        3'd4: anode = 8'b11101111;
        3'd5: anode = 8'b11011111;
        3'd6: anode = 8'b10111111;
        3'd7: anode = 8'b01111111;
        default: anode = 8'b11111111;
    endcase
end
endmodule
module binary_to_decimal(
input [9:0] binary,
output [3:0] bcd0, bcd1, bcd2,
output negative
    );
    wire [9:0] flipped,tens;
   assign flipped = (binary[9])? ~binary + 1 : binary;
   assign negative = binary[9];
   assign bcd2 = flipped/100;
   assign tens = flipped%100;
   assign bcd1 = tens/10;
   assign bcd0 = tens%10;
endmodule
module clk_divider_display(
	input clk_in,
	input rst,
	output reg divided_clk
    );
parameter toggle_value = 100000;  
reg[32:0] cnt;
always@(posedge clk_in or posedge rst)
begin
	if (rst==1) begin
		cnt <= 0;
		divided_clk <= 0;
	end
	else begin
		if (cnt==toggle_value) begin
			cnt <= 0;
			divided_clk <= ~divided_clk;
		end
		else begin
			cnt <= cnt +1;
			divided_clk <= divided_clk;		
		end
	end
end
endmodule
module display(
    input clk_in,
    input reset,
    input [9:0] binary,
    input [3:0] score,
    output [7:0] anode,
    output [6:0] cathode      
);
    wire [3:0] bcd0, bcd1, bcd2, bcd4, bcd5, bcd6, bcd7;
    wire negative;
    wire [2:0] displayDigit;
    wire clk;
    score_to_BCD bc(score,bcd6, bcd7);
    binary_to_decimal bcd(binary,bcd0, bcd1, bcd2,negative);
    clk_divider_display div(clk_in,reset,clk);
    FSM fsm_inst(clk, reset, anode, displayDigit);
    assign bcd4 = 4'd11;
    assign bcd5 = 4'd11;
    display_decoder decoder_inst(
        bcd0, bcd1, bcd2, bcd4, bcd5, bcd6, bcd7,
        negative,
        displayDigit,
        cathode
    );
endmodule
module display_decoder(
input [3:0] bcd0, bcd1, bcd2, bcd4, bcd5, bcd6, bcd7,
input negative,
input [2:0] displayDigit,
output reg [6:0] cathode);
reg [3:0] cathodeBCD;
always @(*) begin
    case (displayDigit)
            3'd0: cathodeBCD = bcd0;
            3'd1: cathodeBCD = bcd1;
            3'd2: cathodeBCD = bcd2;
            3'd3: cathodeBCD = (negative)? 10:11;
            3'd4: cathodeBCD = bcd4;
            3'd5: cathodeBCD = bcd5;
            3'd6: cathodeBCD = bcd6;
            3'd7: cathodeBCD = bcd7;
            default: cathodeBCD = 4'd0;
        endcase
    case (cathodeBCD)
        4'd0: cathode = 7'b0000001; 
        4'd1: cathode = 7'b1001111; 
        4'd2: cathode = 7'b0010010; 
        4'd3: cathode = 7'b0000110; 
        4'd4: cathode = 7'b1001100; 
        4'd5: cathode = 7'b0100100; 
        4'd6: cathode = 7'b0100000; 
        4'd7: cathode = 7'b0001111; 
        4'd8: cathode = 7'b0000000; 
        4'd9: cathode = 7'b0000100; 
        4'd10:cathode = 7'b1111110; 
        default: cathode = 7'b1111111;
    endcase
end
endmodule
`timescale 1ns / 1ps
module score_to_BCD(
input [3:0] binary,
output [3:0] bcd0,bcd1
    );
   assign bcd1 = binary/10;
   assign bcd0 = binary%10;
endmodule
```
**design/flow/run.sh**
```bash
#!/bin/bash
# OpenROAD 26Q1-2900-gdf79404cd8, Yosys 0.63+post, stock flow scripts
make -C /OpenROAD-flow-scripts/flow DESIGN_CONFIG=/design/flow/config.mk WORK_HOME=/design/flow/orfs finish
```
==> flow_metrics.tcl <==
# yosys + openroad results
set metrics [dict create \
    status "complete, but fails checks" \
    violations "setup timing" \
    regArea_sq_um 926 \
    crit_type "input port to output port" \
    first_pass_iters 5 \
    drive_above_1_share_pct 41.8 \
    warnings 42 \
    power_uw 626 \
    end_kind "output port" \
    hold_viol_final 0 \
    cts.path.max_buffers 2 \
    arrival_ps 18620 \
    die_x_microns 122 \
    drt_iter0_markers 443 \
    top_area_cell "dfrtp_1" \
    yosys_area_sq_um 5740 \
    grt_pass1_vias 6362 \
    irDropWorstVdd_mv 0.155 \
    dpl.hpwl_microns 13300 \
    dieArea_sq_um 14800 \
    async_flop_share_pct 100 \
    grt_max_degree 39 \
    finalMaxSlewViolations 0 \
    untimed_endpoints 11 \
    ys_cells 746 \
    grt.total_usage_pct 25.3 \
    netlist_instances 746 \
    cts_buffers 5 \
    remaining_drc_errors 0 \
    synth_top_cell_by_count "nor2_1" \
    synth-edff-count 0 \
    drt_wl_total_microns 19100 \
    avgSynthCellArea_sq_um 7.69 \
    viasPerCell 5.58 \
    numPortBuffers 30 \
    antenna_cells 0 \
    synth.cell_area_sq_um 5740 \
    swShare_pct 41.2 \
    synth_top_flop_cell "dfrtp_1" \
    grt_antenna_before_repair 0 \
    cts_tree "built" \
    area_leaders "dfrtp_1 16%, ha_1 12%, nor2_1 5.3%, xnor2_1 5.2%, nand2_1 5.0%" \
    ys_warn_count 3 \
    avgRoutedWirePerCell_microns 15.3 \
    setup_ws_ps -1260 \
    die_h_microns 122 \
    logic_area_sq_um 5160 \
    unclocked_regs 3 \
    reg2reg_depth 9 \
    clkPwrFrac_pct 14.8 \
    seqPwrFrac_pct 10.1 \
    postSynthSeqShare_pct 16.1 \
    combPwrFrac_pct 75.1 \
    whs_path_depth 1 \
    fp_util_pct 41.2 \
    cp-start-kind "input port" \
    n_fill_cell 1012 \
    internal_power_uw 368 \
    grt_pass1_wl_microns 30100 \
    core-area_sq_um 13900 \
    rsz0062_at_grt "true" \
    slowest_stage "or3_4" \
    io_pins 31 \
    syn2layout_area_growth_pct 60.0 \
    fin_crit_sh_pct 106 \
    fin_skew_ps 5.36 \
    required_ps 17360 \
    ys_ff 37 \
    grt-ovfl-total 0 \
    top_area_share_pct 16.1 \
    synth.distinct_cells 91 \
    path_clk_slew_ps 50 \
    crit_path_max_fanout 8 \
    dpl_cell_area_sq_um 7900 \
    setup_viol 7 \
    htreeDepth 2 \
    hold_buffers 0 \
    final_cells 1247 \
    max_slew.worst_pin.slew_ps 840 \
    cts_root_buf "clkbuf_16" \
    max_cap_viol_count 0 \
    switching_power_uw 258 \
    maxSlewHeadroom_pct 43.6 \
    pwr_density_cell_nw_per_um2 68.2 \
    placementRows 43 \
    layout_min_cycle_time_ps 22960 \
    gp_congestion 0.956 \
    clock_latency_ps 280 \
    finish.instance_area_sq_um 9180 \
    power_leakage_uw 0.00438 \
    hold_class "flip-flop to flip-flop" \
    ant_nets 0 \
    cpPeakStageDelay_ps 410 \
    crit_top_cell "o21a_1" \
    max_freq_mhz 43.5 \
    dp.cells 1143 \
    num_vias 6954 \
    top_cells_by_count "81 x nor2_1, 77 x nand2_1, 56 x ha_1" \
    r2r_slack_ps 19140 \
]
layer usage:
metal	routed length, microns	GRT usage [%]	share of wire, %
met1	9520	39.1	50
met2	8340	39.2	44
met3	965	2.24	5.1
met4	276	3.86	1.4
met5	0	0	0
per-stage QoR:
step | util, % | setup WS, ps | hold slack (ps) | setup TNS (ps)
2_1_floorplan | - | -1350 | 446 | -8780
3_3_place_gp | 56.7 | -1910 | 465 | -13210
5_1_grt | 65.9 | -2170 | 508 | -15040
3_5_place_dp | 56.7 | -2210 | 470 | -15120
4_1_cts | 63.1 | -1150 | 486 | -7770
6_report | 65.9 | -1260 | 484 | -8580
power by group through the flow:
stage,logic [uW],clock network [uW],registers [uW]
CTS,438,94.2,63.4
global route,510,96.2,63.4
finish,470,92.4,63.4
flip-flops by register name, summed over array words and instances (netlist names):
register	count
div.divided_clk	1
fsm_inst.displayDigit	3
div.cnt	33
timing repair:
| action | CTS | global route |
|---|---|---|
| setup buffers | 73 | 24 |
| pin swaps | 69 | 64 |
| resized | 95 | 45 |
| endpoints found under the setup margin | 7 | 7 |
| cloned | 0 | 0 |
path summary, 6_finish.rpt:
kind                                  startpoint                     endpoint
setup / recovery                       binary[1]                   cathode[2]
hold / removal             div.cnt[32]$_DFF_PP0_        div.cnt[32]$_DFF_PP0_
setup reg to reg            div.cnt[0]$_DFF_PP0_        div.cnt[30]$_DFF_PP0_
hold reg to reg            div.cnt[32]$_DFF_PP0_        div.cnt[32]$_DFF_PP0_
max in group asynchronous                  reset        div.cnt[22]$_DFF_PP0_
min in group asynchronous                  reset  div.divided_clk$_DFFE_PP0N_
cells by family after synthesis:
kind of cell    share of synthesized area, %
simple gates                            26.8
compound gates                          29.2
xor+xnor                                8.83
fa+ha+maj                               12.2
buf+inv                                 3.53
flops                                   16.1
mux                                     3.25
other cells                           0.0653
cell type report:
class / instances / area share [%]
multi-input cells: 663 / 56.2
repair buffers: 326 / 27.7
flip-flops and latches: 37 / 10.1
well taps: 180 / 2.45
inverters: 33 / 1.46
clock buffers: 5 / 1.36
clock inverters: 3 / 0.750
placed cells by master, fill, tap and decap left out, types with 14 or more instances in the layout:
cell	n
nand3_1	22
a21oi_1	34
nor3_1	19
xor2_1	21
dfrtp_1	37
o21a_1	16
xnor2_1	34
inv_1	25
nand4_1	14
buf_4	284
nand2_1	73
ha_1	42
nor2_1	74
o21ai_0	21
worst max-delay path: cells and delay by family:
| kind | cells | cell delay, ps |
|---|---|---|
| and+or+nand+nor | 25 | 3840 |
| adders and majority gates | 10 | 2330 |
| xor gates and xnor gates | 2 | 320 |
| buffers and inverters | 11 | 1180 |
| AOI/OAI and AO/OA | 37 | 6330 |
| muxes | 2 | 250 |
Power figures rest on the tool's default switching activity, not on a simulated workload.
