===== /design/flow/config.mk =====
export PLATFORM = sky130hd
export DESIGN_NAME = debouncer
export DESIGN_NICKNAME = debouncer
export VERILOG_FILES = /design/flow/design.v
export SDC_FILE = /design/flow/constraint.sdc
export NUM_CORES = 4
export LEC_CHECK = 1
export CORE_AREA = 10 10 100 100
export DIE_AREA = 0 0 110 110

===== /design/flow/constraint.sdc =====
current_design debouncer

set clk_period 5.4
set clk_io_pct 0.2

create_clock -name clk0 -period $clk_period [get_ports {clk}]

set non_clock_inputs [all_inputs -no_clocks]
set_input_delay [expr $clk_period * $clk_io_pct] -clock clk0 $non_clock_inputs
set_output_delay [expr $clk_period * $clk_io_pct] -clock clk0 [all_outputs]

===== /design/flow/design.v =====
`timescale 1ns / 1ps
module debouncer(
    input clk,
    input button,
    output reg clean
    );
    parameter MAX = 10000000;  
    reg [32:0] counter;
    reg state;
    initial begin
        counter = 0;
        clean = 0;
        state = 0;
    end
    always @(posedge clk) begin
        if (state != button) begin
            counter = 0;
            state = button;
        end
        else counter = counter + 1;
        if (counter >= MAX) clean = state;
    end
endmodule

===== /design/flow/run.sh =====
#!/bin/bash
# OpenROAD 26Q1-2900-gdf79404cd8, Yosys 0.63+post, stock flow scripts
make -C /OpenROAD-flow-scripts/flow DESIGN_CONFIG=/design/flow/config.mk WORK_HOME=/design/flow/orfs finish

==> results.cfg <==
; synthesis and place-and-route metrics
[power]
seqPwrFrac_pct = 55.0
p_sw_share_pct = 26.9
peakVddDrop_mv = 0.103
power.share.clock_pct = 36.5
power.total_uw = 509
switching_power_uw = 137
power.internal_uw = 372
cellLeakagePower_uw = 0.000726
comb_power_share_pct = 8.5
p_per_area_nw_per_um2 = 246

[final_timing]
finalSetupTns_ns = 0
tightest_slew_ns = 0.741
max_freq_mhz = 269
rsz0062_at_grt = no
slew-limit-headroom_pct = 50.6
setup_viol = 0
fin_crit_sh_pct = 68.9
min_period_ns = 3.72
finClkSkew_ns = 0.00983
finalHoldViolations = 0
slew_viol_final = 0

[detailed_routing]
vias_per_cell = 4.69
post-route-drc-count = 0
wl_per_cell_um = 11.9
wl_um = 3770
drt_first_pass_iters = 4
n_antenna_cell = 0
first_iter_violations = 80
ant_nets = 0
vias = 1488

[logic_synthesis]
synth_cells = 213
edf_count = 1
yosys_warnings = 1
synth_async_sr_flop_share_pct = 0
syn_area_um2 = 1870
yosys.area_share.adder_pct = 2.67
ys_area_um2 = 1870
ys_cells = 213
yosysUniqueCellTypes = 43
simple_gate_share_pct = 34.1
synth-main-ff-cell = dfxtp_1
ys_sh_xor_pct = 12.2
ys_seq_share_pct = 37.9
yosys_register_bits = 35
syn_area_per_cell_um2 = 8.79
top_logic_kind = simple AND/OR/NAND/NOR gates
synthAoiAreaFrac_pct = 7.82
synthMuxAreaShare_pct = 2.14

[setup_path]
worst-path-max-fanout = 23
required_ns = 5.43
path_buffers = 2
path_cells = clkdlybuf4s50_1 -> ha_1 -> inv_1 -> a21oi_1 -> nand4_1 -> nand3_1 -> a2111oi_0 -> o211ai_2
critical_path_arrival_ns = 3.76
slowest_stage = inv_1
cpPeakStageDelay_ns = 0.66
critPathKind = in2reg
crit_cells = 8
endpoint_kind = register
critPathTopFamily = buffers and inverters
r2r_cells = 7
startpoint_type = input pin

[run]
warnings = 27
maxCapViolCount = 0

[die]
die_area_um2 = 12100
die_h_um = 110
dieWidth_um = 110
coreArea_um2 = 7810
num_rows = 32
io_pins = 3
fp_util_pct = 24.0

[cts]
post_cts_buffers = 0
cts_root_buf = clkbuf_8
cts_tree = built
cts_sinks = 35
cts_buffers = 5
cts_buffer_depth = 2
holdBufCountCts = 0
clkTransAtPathRegs_ns = 0.07
htreeDepth = 2
cts-resized-gates = 0
clk_latency_ns = 0.29

[grt]
gr-total-overflow = 0
antenna_found_initial = 0
grt_max_degree = 24
grtUsageTotal_pct = 6.54
grt_pass1_wl_um = 6590
first_global_vias = 1403

[run_status]
status = finished clean

[placed_design]
port_buffers = 2
gp_congestion = 0.828
hpwlAfterDp_um = 2660

[finish]
syn2layout_area_growth_pct = 10.3
fin_util_pct = 26.5
lay_top_cells = dfxtp_1, nor2_1, nand2_1
final_layout_size_suffix_gt1_share_pct = 6.51
lay_top_count = dfxtp_1

[hold_path]
hold_class = reg2reg
holdPathStages = 1
[Yosys cell counts, types with 5 or more instances]
cell	instances	area, µm²
and2_1	10	62.6
clkbuf_1	5	18.8
dfxtp_1	34	681
inv_1	5	18.8
nand2_1	18	67.6
nand3_1	15	75.1
nand4_1	10	62.6
nor2_1	21	78.8
nor3_1	6	30.0
nor4_1	7	43.8
xnor2_1	10	87.6
xor2_1	16	140
[metal layers]
layer / share of wire, % / GRT usage [%] / up-vias / wire length (µm)
li1: - / - / 768 / -
met1: 51 / 9.17 / 685 / 1940
met2: 42 / 10.2 / 29 / 1570
met3: 4.8 / 1.53 / 6 / 180
met4: 2.0 / 1.12 / 0 / 76
met5: 0 / 0 / - / 0
[worst reg2reg max path, stage by stage, from the launching register on]
cell and delay (ns):
dfxtp_1 0.47, nand3_1 0.46, nor4_1 0.65, nand3_1 0.13
o311ai_0 0.15, nand3_1 0.13, a2111oi_0 0.57, o211ai_2 0.12
[metrics by stage]
step,cells,hold WS [ns],worst slack (ns),area (µm²)
after floorplan,213,0.460,2.55,1870
after detailed placement,309,0.506,1.38,1980
after CTS,317,0.523,1.67,2070
final,317,0.520,1.68,2070
after global routing,317,0.562,1.51,2070
after global placement,309,0.501,1.43,1980
[sequential cells by signal, indices dropped and copies added, names as in the netlist]
| name | cells |
|---|---|
| state | 1 |
| counter | 33 |
| clean | 1 |
[final cells by class]
class                   instances  area (µm²)
fillers                       816        5740
multi-input cells             165        1100
flip-flops and latches         35         711
well taps                     102         128
clock buffers                   6        72.6
repair buffers                  2        20.0
inverters                       5        18.8
clock inverters                 2        12.5
[path summary, 6_finish.rpt]
| path | from | endpoint | slack, ns |
|---|---|---|---|
| hold / removal | counter[0]$_DFF_P_ | counter[0]$_DFF_P_ | 0.52 |
| hold reg to reg | counter[0]$_DFF_P_ | counter[0]$_DFF_P_ | 0.52 |
| setup / recovery | button | clean$_DFFE_PP_ | 1.68 |
| setup reg to reg | counter[7]$_DFF_P_ | clean$_DFFE_PP_ | 2.47 |
[logic make-up after synthesis]
| logic type | Yosys count |
|---|---|
| simple gates | 111 |
| flops | 35 |
| xor+xnor | 26 |
| compound gates | 20 |
| buf+inv | 13 |
| mux | 4 |
| fa+ha+maj | 4 |
[power groups by stage]
stage	clock (µW)	sequential, µW	combinational (µW)
5_1_grt	202	283	49.5
6_report	186	280	43.4
4_1_cts	191	280	44.3
